[flow/config.mk]
export PLATFORM = sky130hd
export DESIGN_NAME = udma_uart_rx
export DESIGN_NICKNAME = udma_uart_rx
export VERILOG_FILES = /design/flow/design.v
export SDC_FILE = /design/flow/constraint.sdc
export NUM_CORES = 4
export LEC_CHECK = 1
export CORE_UTILIZATION = 50
[flow/constraint.sdc]
current_design udma_uart_rx

set clk_period 3.9
set clk_io_pct 0.2

create_clock -name clk0 -period $clk_period [get_ports {clk_i}]

set non_clock_inputs [all_inputs -no_clocks]
set_input_delay [expr $clk_period * $clk_io_pct] -clock clk0 $non_clock_inputs
set_output_delay [expr $clk_period * $clk_io_pct] -clock clk0 [all_outputs]
[flow/design.v]
module udma_uart_rx (
		input  logic            clk_i,
		input  logic            rstn_i,
		input  logic            rx_i,
		input  logic [15:0]     cfg_div_i,
        input  logic            cfg_en_i,
        input  logic            cfg_parity_en_i,
		input  logic  [1:0]     cfg_bits_i,
		input  logic            cfg_stop_bits_i,
        output logic            busy_o,
        output logic            err_parity_o,
        output logic            err_overflow_o,
        output logic            char_event_o,
		output logic  [7:0]     rx_data_o,
		output logic            rx_valid_o,
		input  logic            rx_ready_i
		);
	enum logic [2:0] {IDLE,START_BIT,DATA,PARITY,STOP_BIT} CS,NS;
	logic [7:0] reg_data;
	logic [7:0] reg_data_next;
    logic [2:0] reg_rx_sync;
	logic [2:0] reg_bit_count;
	logic [2:0] reg_bit_count_next;
	logic [2:0] s_target_bits;
	logic       parity_bit;
	logic       parity_bit_next;
	logic       s_sample_data;
	logic [15:0] baud_cnt;
	logic        baudgen_en;
	logic        bit_done;
    logic        start_bit;
    logic        s_rx_fall;
    logic        s_set_error_parity;
    logic        r_error_parity;
    logic        s_err_clear;
    assign busy_o = (CS != IDLE);
    always_comb
    begin
        case(cfg_bits_i)
            2'b00:
                s_target_bits = 3'h4;
            2'b01:
                s_target_bits = 3'h5;
            2'b10:
                s_target_bits = 3'h6;
            2'b11:
                s_target_bits = 3'h7;
        endcase
    end
	always_comb
	begin
		NS = CS;
		s_sample_data = 1'b0;
		reg_bit_count_next  = reg_bit_count;
		reg_data_next = reg_data;
		rx_valid_o = 1'b0;
		baudgen_en = 1'b0;
        start_bit  = 1'b0;
		parity_bit_next = parity_bit;
        err_parity_o    = 1'b0;
        err_overflow_o  = 1'b0;
        char_event_o    = 1'b0;
        s_set_error_parity   = 1'b0;
        s_err_clear          = 1'b0;
		case(CS)
			IDLE:
            begin
				if (s_rx_fall)
				begin
					NS = START_BIT;
    				baudgen_en = 1'b1;
                    start_bit  = 1'b1;
                    s_err_clear = 1'b1;
				end
            end
			START_BIT:
			begin
				parity_bit_next = 1'b0;
				baudgen_en = 1'b1;
                start_bit  = 1'b1;
				if (bit_done)
					NS = DATA;
			end
			DATA:
			begin
				baudgen_en = 1'b1;
				parity_bit_next = parity_bit ^ reg_rx_sync[2];
                case(cfg_bits_i)
                    2'b00:
                        reg_data_next = {3'b000,reg_rx_sync[2],reg_data[4:1]};
                    2'b01:
                        reg_data_next = {2'b00,reg_rx_sync[2],reg_data[5:1]};
                    2'b10:
                        reg_data_next = {1'b0,reg_rx_sync[2],reg_data[6:1]};
                    2'b11:
                        reg_data_next = {reg_rx_sync[2],reg_data[7:1]};
                endcase
				if (bit_done)
				begin
					s_sample_data = 1'b1;
					if (reg_bit_count == s_target_bits)
					begin
						reg_bit_count_next = 'h0;
						if (cfg_parity_en_i)
							NS = PARITY;
						else
							NS = STOP_BIT;
					end
					else
					begin
						reg_bit_count_next = reg_bit_count + 1;
					end
				end
			end
			PARITY:
			begin
				baudgen_en = 1'b1;
				if (bit_done)
                begin
                    if(parity_bit != reg_rx_sync[2])
                        s_set_error_parity = 1'b1;
				    NS = STOP_BIT;
                end
			end
			STOP_BIT:
			begin
				baudgen_en = 1'b1;
				if (bit_done)
				begin
					NS = IDLE;
					if(!r_error_parity)
					begin
						rx_valid_o = 1'b1;
						if(!rx_ready_i)
							err_overflow_o = 1'b1;
						else
							char_event_o = 1'b1;
					end
					else
						err_parity_o = 1'b1;
				end
			end
            default:
                NS = IDLE;
		endcase		
	end
	always_ff @(posedge clk_i or negedge rstn_i)
	begin
		if (rstn_i == 1'b0)
		begin
			CS             <= IDLE;
			reg_data       <= 8'hFF;
			reg_bit_count  <=  'h0;
			parity_bit     <= 1'b0;
		end
		else
		begin
            if(bit_done)
                parity_bit <= parity_bit_next;
			if(s_sample_data)
				reg_data <= reg_data_next;
			reg_bit_count  <= reg_bit_count_next;
            if(cfg_en_i)
	           CS <= NS;
            else
                CS <= IDLE;
		end
	end
    assign s_rx_fall = ~reg_rx_sync[1] & reg_rx_sync[2];
	always_ff @(posedge clk_i or negedge rstn_i)
	begin
		if (rstn_i == 1'b0)
            reg_rx_sync <= 3'b111;
		else
        begin
            if (cfg_en_i)
                reg_rx_sync <= {reg_rx_sync[1:0],rx_i};
            else
                reg_rx_sync <= 3'b111;
        end
    end
	always_ff @(posedge clk_i or negedge rstn_i)
	begin
		if (rstn_i == 1'b0)
		begin
			baud_cnt <= 'h0;
			bit_done <= 1'b0;
		end
		else
		begin
			if(baudgen_en)
			begin
				if(!start_bit && (baud_cnt == cfg_div_i))
				begin
					baud_cnt <= 'h0;
					bit_done <= 1'b1;
				end
				else if(start_bit && (baud_cnt == {1'b0,cfg_div_i[15:1]}))
				begin
					baud_cnt <= 'h0;
					bit_done <= 1'b1;
				end
				else 
				begin
					baud_cnt <= baud_cnt + 1;
					bit_done <= 1'b0;
				end
			end
			else
			begin
				baud_cnt <= 'h0;
				bit_done <= 1'b0;
			end
		end
	end
	always_ff @(posedge clk_i or negedge rstn_i)
	begin
		if (rstn_i == 1'b0)
		begin
			r_error_parity   <= 1'b0;
		end
		else
		begin
			if(s_err_clear)
			begin
				r_error_parity   <= 1'b0;
			end
			else
			begin
                if(s_set_error_parity)
    			    r_error_parity <= 1'b1;
			end
		end
	end
    assign rx_data_o = reg_data;
endmodule
[flow/run.sh]
#!/bin/bash
# OpenROAD 26Q1-2900-gdf79404cd8, Yosys 0.63+post, stock flow scripts
make -C /OpenROAD-flow-scripts/flow DESIGN_CONFIG=/design/flow/config.mk WORK_HOME=/design/flow/orfs finish
==> metrics.cfg <==
[synth]
area_leaders=dfrtp_1 29%, xnor2_1 16%, dfstp_2 14%
syn_area_per_cell_um2=9.01
synth.top_cell.area_share=0.294
edf_count=0
synth_seq_share=0.430
async_flop_share=1.00
ff_type=dfrtp_1
numSynthFlops=36
synthesis.area_mm2=0.00213
yosys_area_mm2=0.00213
synth_cells=236
largest_area_cell=dfrtp_1
ys_cells=236
yosys_warnings=1
ys_types=37

[hold_path]
hold_start=reg_data[0]
min_path_type=reg2reg
hold_end=reg_data[0]
holdPathStages=2

[final_timing]
finalSetupTns_ps=0
setup_viol=0
fin_crit_ps=2620
hold_violations=0
setup_ws_ps=1280
slew_headroom=0.643
slew_viol_final=0
timing.final.crit_share=0.672
worstMarginPinSlew_ps=531
rsz0062_at_grt=no
max_freq_ghz=0.382
finClkSkew_ps=6.34

[clock_network]
cts_root_buffer=clkbuf_8
clock_latency_ps=290
clock-sinks=36
cts-resized-gates=0
path_clk_slew_ps=80
numCtsBuffers=5
clock_path_buffers=2
holdBufCountCts=0
cts_max_level=2
cts_tree=done
post_cts_buffers=0

[critical_path]
rrSetupSlack_ps=1920
cp-startpoint=CS[0]
slowest_stage=dfrtp_1
cp_max_fo=11
crit_top_cell=nor2_1
crit_required_ps=3120
r2r_start=baud_cnt[0]
path_cells=nor2_1 -> nand3_1 -> nor2_1 -> and2_1 -> clkdlybuf4s50_1
critPathLaunchType=register
worstSetupPathType=reg2out
cp-end-kind=primary output
worstRegToRegCells=6
reg2reg_to=baud_cnt[12]
critPathMaxStageDelay_ps=490
worstPathArrival_ps=1840

[status]
status=completed

[grt]
grt.overflow.total=0
grt_max_degree=37
grt_pass1_wl_mm=6.96
antenna_found_initial=0
grt_pass1_vias=1562
grt_util_all_layers=0.208

[die]
core_area_mm2=0.00403
fp.dieW_um=67.2
die_area_mm2=0.00452
pin_count=38
fp-row-count=23
fp_util=0.528
die_h_um=67.2

[drt]
drc=0
wirelength_mm=3.97
firstDrtPassIters=4
viasPerCell=5.08
diodes=0
vias=1624
drt_first_iter_violations=127
wire_per_inst_um=12.4
detail-route-antenna-nets=0

[power]
switchingPower_mw=0.173
p_int_mw=0.608
peakVddDrop_mv=0.216
power_frac_seq=0.489
p_clk_frac=0.414
cellPowerDensity_mw_per_mm2=300
p_comb_frac=0.096
swShare=0.222
power.leakage_nw=1.00

[placement]
dp.cells=312
port_buffers=36
gp_congestion=0.931
dpl.hpwl_mm=2.96
dp_slack_ps=1260

[cells_and_area]
syn_to_final_growth_pct=22.7
drive_above_1_share=0.0926
finalNonFillerCells=320

[flow_run]
warning_count=27
drv_cap=0

## through the flow
step	total power [mW]	hold slack, ps	util	instance area (um2)
finish	0.782	457	0.647	2610
global route	0.818	484	0.647	2610
detailed placement	0.466	448	0.620	2500
floorplan	0.422	430	-	2130
global placement	0.466	445	0.620	2500
CTS	0.793	457	0.647	2610
## logic make-up (layout without fill, tap and decap cells)
group,after synthesis,after routing,share of synthesized area
AOI/OAI and AO/OA,24,24,0.0748
xor gates and xnor gates,46,46,0.190
adders and majority gates,2,2,0.0118
buffers and inverters,22,56,0.0477
DFF,36,36,0.430
muxes,2,2,0.00942
and+or+nand+nor,104,104,0.237
## worst max path at each step
stage                            end  slack [ps]  cells after the start
after CTS             err_overflow_o        1270                      3
after global routing    char_event_o        1090                      5
final                   char_event_o        1280                      5
## cell usage after synthesis, drive strengths merged (2+ instances only)
cell type  number
o22ai           4
nand4           8
xnor2          38
and3            3
xor2            8
clkbuf          7
nand2b          3
nand3          11
inv            11
nor2b           2
nor3            7
nand2          32
or2             2
o21ai           7
dfrtp          25
a21oi           6
buf             4
dfstp          11
mux2i           2
ha              2
nor2           28
nor4            3
## worst max-delay path, delay by kind of cell (launching register included)
| family | cells | cell delay (ps) |
|---|---|---|
| buffers and inverters | 1 | 450 |
| DFF | 1 | 490 |
| and+or+nand+nor | 4 | 620 |
## routing by layer
layer | global-route usage | part of all wire
met1 | 0.306 | 0.49
met2 | 0.343 | 0.45
met3 | 0.0377 | 0.046
met4 | 0.0239 | 0.014
met5 | 0 | 0
## area by class of cell
cell class / instances / area [um2]
inverter: 11 / 41.3
multi-input combinational: 178 / 1110
clock buffer: 5 / 68.8
timing repair buffer: 37 / 368
fill: 360 / 1420
sequential: 36 / 915
tap: 50 / 62.6
clock inverter: 3 / 42.5
## sequential cells by signal, indices dropped and copies added (netlist names)
signal,flops
CS,3
baud_cnt,16
bit_done,1
parity_bit,1
r_error_parity,1
reg_bit_count,3
reg_data,8
reg_rx_sync,3
## power by group through the flow
stage / registers [mW] / clock network (mW) / logic, mW
6_report: 0.382 / 0.324 / 0.0753
4_1_cts: 0.382 / 0.334 / 0.0770
5_1_grt: 0.383 / 0.352 / 0.0833
## placed cells by master, fill, tap and decap left out, types with 2 or more instances in the layout
cell type and count:
nor2b_1 2, nand2_1 32, nand2b_1 3, nand4_1 8, clkbuf_8 5, nor3_1 7
and3_1 3, nand3_1 11, inv_1 11, mux2i_1 2, o21ai_0 7, xnor2_1 38
xor2_1 8, dfrtp_1 25, dfstp_2 11, or2_2 2, nor4_1 2, a21oi_1 6
clkdlybuf4s50_1 36, o22ai_1 4, nor2_1 28, ha_1 2
No activity file was given, so power comes from the tool's default toggle rates.
