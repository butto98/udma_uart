<file path="flow/config.mk">
export PLATFORM = sky130hd
export DESIGN_NAME = udma_uart_tx
export DESIGN_NICKNAME = udma_uart_tx
export VERILOG_FILES = /design/flow/design.v
export SDC_FILE = /design/flow/constraint.sdc
export NUM_CORES = 4
export LEC_CHECK = 1
export CORE_UTILIZATION = 30
</file>
<file path="flow/constraint.sdc">
current_design udma_uart_tx

set clk_period 2.4
set clk_io_pct 0.2

create_clock -name clk0 -period $clk_period [get_ports {clk_i}]

set non_clock_inputs [all_inputs -no_clocks]
set_input_delay [expr $clk_period * $clk_io_pct] -clock clk0 $non_clock_inputs
set_output_delay [expr $clk_period * $clk_io_pct] -clock clk0 [all_outputs]
</file>
<file path="flow/design.v">
module udma_uart_tx (
		input  logic            clk_i,
		input  logic            rstn_i,
		output logic            tx_o,
        output logic            busy_o,
		input  logic            cfg_en_i,
		input  logic [15:0]     cfg_div_i,
		input  logic            cfg_parity_en_i,
		input  logic  [1:0]     cfg_bits_i,
		input  logic            cfg_stop_bits_i,
		input  logic  [7:0]     tx_data_i,
		input  logic            tx_valid_i,
		output logic            tx_ready_o
		);
	enum logic [2:0] {IDLE,START_BIT,DATA,PARITY,STOP_BIT_FIRST,STOP_BIT_LAST} CS,NS;
	logic [7:0] reg_data;
	logic [7:0] reg_data_next;
	logic [2:0] reg_bit_count;
	logic [2:0] reg_bit_count_next;
	logic [2:0] s_target_bits;
	logic       parity_bit;
	logic       parity_bit_next;
	logic       sampleData;
	logic [15:0] baud_cnt;
	logic        baudgen_en;
	logic        bit_done;
    assign busy_o = (CS != IDLE);
    always_comb
    begin
        case(cfg_bits_i)
            2'b00:
                s_target_bits = 3'h4;
            2'b01:
                s_target_bits = 3'h5;
            2'b10:
                s_target_bits = 3'h6;
            2'b11:
                s_target_bits = 3'h7;
        endcase
    end
	always_comb
	begin
		NS = CS;
		tx_o = 1'b1;
		sampleData = 1'b0;
		reg_bit_count_next  = reg_bit_count;
		reg_data_next = {1'b1,reg_data[7:1]};
		tx_ready_o = 1'b0;
		baudgen_en = 1'b0;
		parity_bit_next = parity_bit;
		case(CS)
			IDLE:
            begin
            	if (cfg_en_i)
            		tx_ready_o = 1'b1;
				if (tx_valid_i)
				begin
					NS = START_BIT;
					sampleData = 1'b1;
					reg_data_next = tx_data_i;
				end
            end
			START_BIT:
			begin
				tx_o = 1'b0;
				parity_bit_next = 1'b0;
				baudgen_en = 1'b1;
				if (bit_done)
					NS = DATA;
			end
			DATA:
			begin
				tx_o = reg_data[0];
				baudgen_en = 1'b1;
				parity_bit_next = parity_bit ^ reg_data[0];
				if (bit_done)
				begin
					if (reg_bit_count == s_target_bits)
					begin
						reg_bit_count_next = 'h0;
						if (cfg_parity_en_i)
						begin
							NS = PARITY;
						end
						else
						begin
							NS = STOP_BIT_FIRST;
						end
					end
					else
					begin
						reg_bit_count_next = reg_bit_count + 1;
						sampleData = 1'b1;
					end
				end
			end
			PARITY:
			begin
				tx_o = parity_bit;
				baudgen_en = 1'b1;
				if (bit_done)
    			    NS = STOP_BIT_FIRST;
			end
			STOP_BIT_FIRST:
			begin
				tx_o = 1'b1;
				baudgen_en = 1'b1;
				if (bit_done)
				begin
                    if (cfg_stop_bits_i)
					    NS = STOP_BIT_LAST;
                    else
    					NS = IDLE;
				end
			end
			STOP_BIT_LAST:
			begin
				tx_o = 1'b1;
				baudgen_en = 1'b1;
				if (bit_done)
				begin
					NS = IDLE;
				end
			end
            default:
                NS = IDLE;
		endcase		
	end
	always_ff @(posedge clk_i or negedge rstn_i)
	begin
		if (rstn_i == 1'b0)
		begin
			CS             <= IDLE;
			reg_data       <= 8'hFF;
			reg_bit_count  <=  'h0;
			parity_bit     <= 1'b0;
		end
		else
		begin
            if(bit_done)
            begin
	            parity_bit <= parity_bit_next;
            end
	        if(sampleData)
			begin
				reg_data <= reg_data_next;
			end
			reg_bit_count  <= reg_bit_count_next;
            if(cfg_en_i)
	           CS <= NS;
            else
               CS <= IDLE;
		end
	end
	always_ff @(posedge clk_i or negedge rstn_i)
	begin
		if (rstn_i == 1'b0)
		begin
			baud_cnt <= 'h0;
			bit_done <= 1'b0;
		end
		else
		begin
			if(baudgen_en)
			begin
				if(baud_cnt == cfg_div_i)
				begin
					baud_cnt <= 'h0;
					bit_done <= 1'b1;
				end
				else
				begin
					baud_cnt <= baud_cnt + 1;
					bit_done <= 1'b0;
				end
			end
			else
			begin
				baud_cnt <= 'h0;
				bit_done <= 1'b0;
			end
		end
	end
endmodule
</file>
<file path="flow/run.sh">
#!/bin/bash
# OpenROAD 26Q1-2900-gdf79404cd8, Yosys 0.63+post, stock flow scripts
make -C /OpenROAD-flow-scripts/flow DESIGN_CONFIG=/design/flow/config.mk WORK_HOME=/design/flow/orfs finish
</file>
==> run summary <==
Root buf cell -> clkbuf_8
WP data arrival -> 1810 ps
Routability congestion estimate -> 0.838
Min cycle time layout -> 2290 ps
CP max-delay cell -> dfrtp_1
Commonest flop -> dfrtp_1
Critical path class -> reg2out
Outcome -> complete, no violations
Post-synth cell types -> 51
Ant. Diodes -> 0
DR pass1 iterations -> 5
Number of DRC markers in iteration 0 -> 39
Core Area -> 6310 um2
Syn. warnings -> 1
Worst rel slew slack -> 0.684
Worst-path clk slew -> 70 ps
Switch share -> 0.277
Grt ovf -> 0
Seq/Total Area, Yosys -> 0.414
Largest net degree at the start of global routing -> 33
Pint -> 0.00109 W
Yosys top cell by instances -> xnor2_1
Mean post-synth cell area -> 10.0 um2
F_max -> 0.436 GHz
Fraction of registers with async set/reset -> 1.00
Latency at later pin -> 280 ps
Cells in synth_stat.txt -> 196
DP HPWL -> 2900 um
Ports -> 35
Vias in the first global route -> 1508
Synth top area share -> 0.307
Via count -> 1566
Most frequent CP cell -> a21oi_1
CTS tree -> built
Total power -> 0.00151 W
Initial antenna violation count -> 0
Post-synth regs -> 32
Final setup vio count -> 0
Cell accounting for the most synthesized area -> dfrtp_1
Port bufs -> 34
Htree depth -> 2
Drc violations -> 0
Layout Utilization -> 0.395
Site row count -> 29
Layout cell share with drive strength beyond 1 -> 0.140
Net Sw Power -> 0.000417 W
Max IR drop VDD -> 0.000282 V
Post-CTS Setup Bufs -> 0
CP peak stage delay -> 480 ps
CTS sink cnt -> 32
# Max-Cap Violations -> 0
Final Hold Viols -> 0
Part of the cycle the worst path needs -> 0.955
Slew Viols, Final -> 0
Fin cells -> 313
Commonest cells post-synth -> 25 x xnor2_1, 24 x dfrtp_1, 16 x nor3_1
WP buf/inv -> 1
Critical path endpoint category -> output pin
Post-synth EDFFs -> 0
DR WL/cell -> 12.8 um
Mapped Area -> 1960 um2
Hold Crit Class -> reg2reg
RSZ-0062 raised after global routing -> no
Die span in x -> 82.8 um
Total track usage -> 0.128
Worst-path cell chain -> ha_1, a21oi_1, nor2_1, a21oi_1, clkdlybuf4s50_1
Tool warning count -> 25
Synth-to-layout area growth -> 27.1%
Top cells, area -> dfrtp_1 31%, xnor2_1 11%, dfstp_2 11%, nor3_1 4.1%, mux2_1 3.4%
CTS buffer count -> 5
Lkg Pwr -> 0.952 nW
Worst Max-Slew Pin Slew -> 467 ps
Chip area -> 6860 um2
Reg power frac -> 0.486
Setup TNS -> 0 ps
Clk buf depth -> 2
Inst Count DP -> 305
Combinational share of power -> 0.252
FP Core Util -> 0.310
CP delay by family, top -> flip-flops
Pwr dens -> 605 nW/um2
WHS -> 484 ps
Chip Area, Yosys -> 1960 um2
WL final -> 4020 um
Routed Antenna Nets -> 0
Clock power frac -> 0.262
Startpoint types -> register
CP required -> 1920 ps
First-pass GRT wire length -> 7110 um
Mapped Cells -> 196
Clk_skew -> 7.31 ps
Drt via density -> 5.00
Crit path max fanout -> 8
Die Height -> 82.8 um
[cell usage in the layout (no fill, tap or decap), types with 6 or more instances in the layout]
cell type / instances
nand4_1: 9
dfrtp_1: 23
mux2_1: 6
xnor2_1: 25
nor2_1: 6
clkdlybuf4s50_1: 34
buf_4: 8
nor3_1: 16
dfstp_2: 8
o21ai_0: 8
nand3_1: 10
nand2_1: 6
inv_1: 9
[per-layer routing]
metal | global-route usage | part of all wire | wire length, um | vias to the layer above
li1 | - | - | - | 786
met1 | 0.203 | 0.50 | 2010 | 740
met2 | 0.189 | 0.44 | 1770 | 33
met3 | 0.0272 | 0.044 | 177 | 7
met4 | 0.0157 | 0.014 | 57 | 0
met5 | 0 | 0 | 0 | -
[metrics by stage]
step	setup WS, ps	instance area (um2)
floorplan	574	1960
global placement	263	2410
detailed placement	271	2410
CTS	58.9	2490
global route	0.636	2490
finish	107	2490
[cell type report]
type                       instances  area, um2
sequential                        32        812
clock inverter                     1       5.00
multi-input combinational        144       1060
clock buffer                       7       76.3
tap                               77       96.3
fill                             626       3820
timing repair buffer              42        400
inverter                          10       37.5
[cell families after synthesis]
logic type	after synthesis	synth area share
XOR/XNOR	30	0.134
multiplexers	15	0.0836
flip-flops	32	0.414
buffers and inverters	20	0.0434
AND/OR/NAND/NOR	69	0.208
adder cells (fa/ha/maj)	3	0.0192
AND-OR/OR-AND	27	0.0977
[worst paths after layout]
path,end,depth (start not counted),from,slack (ps)
setup / recovery,tx_o,5,CS[1],110
hold / removal,reg_data[7],2,reg_data[7],480
setup reg to reg,reg_data[5],4,CS[0],470
hold reg to reg,reg_data[7],2,reg_data[7],480
max in group asynchronous,reg_data[4],2,rstn_i,1470
min in group asynchronous,baud_cnt[13],2,rstn_i,600
[tightest hold or removal path: stages, from the launching register on]
cell	delay, ps
dfstp_2	360
inv_1	60
a21oi_1	60
[flip-flops by register name, summed over array words and instances, names as in the netlist]
register and cells:
bit_done 1, parity_bit 1, baud_cnt 16, reg_data 8, reg_bit_count 3, CS 3
[repair_timing]
action,CTS,global route
hold endpoints to repair,0,0
hold buffers,0,0
setup endpoints to repair,0,1
gates resized,0,1
[power by group through the flow]
stage | Combinational, W | Sequential (W) | Clock, W
6_report | 0.000380 | 0.000732 | 0.000395
4_1_cts | 0.000388 | 0.000730 | 0.000422
5_1_grt | 0.000426 | 0.000746 | 0.000444
Power and IR drop assume default switching activity.
