$ cat flow/config.mk
export PLATFORM = sky130hd
export DESIGN_NAME = udma_uart_reg_if
export DESIGN_NICKNAME = udma_uart_reg_if
export VERILOG_FILES = /design/flow/design.v
export SDC_FILE = /design/flow/constraint.sdc
export NUM_CORES = 4
export LEC_CHECK = 1
export CORE_UTILIZATION = 30
$ cat flow/constraint.sdc
current_design udma_uart_reg_if

set clk_period 7.0
set clk_io_pct 0.2

create_clock -name clk0 -period $clk_period [get_ports {clk_i}]

set non_clock_inputs [all_inputs -no_clocks]
set_input_delay [expr $clk_period * $clk_io_pct] -clock clk0 $non_clock_inputs
set_output_delay [expr $clk_period * $clk_io_pct] -clock clk0 [all_outputs]
$ cat flow/design.v
module udma_uart_reg_if #(
    parameter L2_AWIDTH_NOAL = 12,
    parameter TRANS_SIZE     = 16
) (
	input  logic 	                  clk_i,
	input  logic   	                  rstn_i,
	input  logic               [31:0] cfg_data_i,
	input  logic                [4:0] cfg_addr_i,
	input  logic                      cfg_valid_i,
	input  logic                      cfg_rwn_i,
	output logic               [31:0] cfg_data_o,
	output logic                      cfg_ready_o,
    output logic [L2_AWIDTH_NOAL-1:0] cfg_rx_startaddr_o,
    output logic     [TRANS_SIZE-1:0] cfg_rx_size_o,
    output logic                      cfg_rx_continuous_o,
    output logic                      cfg_rx_en_o,
    output logic                      cfg_rx_clr_o,
    input  logic                      cfg_rx_en_i,
    input  logic                      cfg_rx_pending_i,
    input  logic [L2_AWIDTH_NOAL-1:0] cfg_rx_curr_addr_i,
    input  logic     [TRANS_SIZE-1:0] cfg_rx_bytes_left_i,
    output logic [L2_AWIDTH_NOAL-1:0] cfg_tx_startaddr_o,
    output logic     [TRANS_SIZE-1:0] cfg_tx_size_o,
    output logic                      cfg_tx_continuous_o,
    output logic                      cfg_tx_en_o,
    output logic                      cfg_tx_clr_o,
    input  logic                      cfg_tx_en_i,
    input  logic                      cfg_tx_pending_i,
    input  logic [L2_AWIDTH_NOAL-1:0] cfg_tx_curr_addr_i,
    input  logic     [TRANS_SIZE-1:0] cfg_tx_bytes_left_i,
    input  logic               [1:0]  status_i,
    input  logic                      err_parity_i,
    input  logic                      err_overflow_i,
    input  logic                [7:0] rx_data_i,
    input  logic                      rx_valid_i,
    output logic                      rx_ready_o,
    output logic                      stop_bits_o,
    output logic                      parity_en_o,
    output logic              [15:0]  divider_o,
    output logic               [1:0]  num_bits_o,
    output logic                      rx_clean_fifo_o,
    output logic                      rx_polling_en_o,
    output logic                      rx_irq_en_o,
    output logic                      err_irq_en_o,
    output logic                      en_rx_o,
    output logic                      en_tx_o
);
    logic [L2_AWIDTH_NOAL-1:0] r_rx_startaddr;
    logic   [TRANS_SIZE-1 : 0] r_rx_size;
    logic                      r_rx_continuous;
    logic                      r_rx_en;
    logic                      r_rx_clr;
    logic [L2_AWIDTH_NOAL-1:0] r_tx_startaddr;
    logic   [TRANS_SIZE-1 : 0] r_tx_size;
    logic                      r_tx_continuous;
    logic                      r_tx_en;
    logic                      r_tx_clr;
    logic                      r_uart_en_tx;
    logic                      r_uart_en_rx;
    logic               [15:0] r_uart_div;
    logic                      r_uart_stop_bits;
    logic                [1:0] r_uart_bits;
    logic                      r_uart_parity_en;
    logic                [4:0] s_wr_addr;
    logic                [4:0] s_rd_addr;
    logic                      s_err_clr;
    logic                      s_rx_valid_clr;
    logic                      r_err_parity;
    logic                      r_err_overflow;
    logic                      r_uart_rx_clean_fifo;
    logic                      r_uart_rx_polling_en;
    logic                      r_uart_err_irq_en;
    logic                      r_uart_rx_irq_en;
    logic                [7:0] r_uart_rx_data;
    logic                      r_uart_rx_data_valid;
    assign rx_ready_o =  s_rx_valid_clr;
    assign s_wr_addr = (cfg_valid_i & ~cfg_rwn_i) ? cfg_addr_i : 5'h0;
    assign s_rd_addr = (cfg_valid_i &  cfg_rwn_i) ? cfg_addr_i : 5'h0;
    assign cfg_rx_startaddr_o  = r_rx_startaddr;
    assign cfg_rx_size_o       = r_rx_size;
    assign cfg_rx_continuous_o = r_rx_continuous;
    assign cfg_rx_en_o         = r_rx_en;
    assign cfg_rx_clr_o        = r_rx_clr;
    assign cfg_tx_startaddr_o  = r_tx_startaddr;
    assign cfg_tx_size_o       = r_tx_size;
    assign cfg_tx_continuous_o = r_tx_continuous;
    assign cfg_tx_en_o         = r_tx_en;
    assign cfg_tx_clr_o        = r_tx_clr;
    assign en_tx_o         = r_uart_en_tx;
    assign en_rx_o         = r_uart_en_rx;
    assign divider_o       = r_uart_div;
    assign num_bits_o      = r_uart_bits;
    assign parity_en_o     = r_uart_parity_en;
    assign stop_bits_o     = r_uart_stop_bits;
    assign rx_clean_fifo_o = r_uart_rx_clean_fifo;
    assign rx_polling_en_o = r_uart_rx_polling_en;
    assign rx_irq_en_o     = r_uart_rx_irq_en;
    assign err_irq_en_o    = r_uart_err_irq_en;
    always_ff @(posedge clk_i, negedge rstn_i)
    begin
        if(~rstn_i)
        begin
            r_rx_startaddr     <=  'h0;
            r_rx_size          <=  'h0;
            r_rx_continuous    <=  'h0;
            r_rx_en             =  'h0;
            r_rx_clr            =  'h0;
            r_tx_startaddr     <=  'h0;
            r_tx_size          <=  'h0;
            r_tx_continuous    <=  'h0;
            r_tx_en             =  'h0;
            r_tx_clr            =  'h0;
            r_uart_div         <=  'h0;
            r_uart_stop_bits   <=  'h0;
            r_uart_bits        <=  'h0;
            r_uart_parity_en   <=  'h0;
            r_uart_en_tx       <=  'h0;
            r_uart_en_rx       <=  'h0;
            r_err_parity       <=  'h0;
            r_err_overflow     <=  'h0;
            r_uart_rx_clean_fifo  <=  'h0;
            r_uart_rx_polling_en <= 'h0;
            r_uart_rx_irq_en   <=  'h0;
            r_uart_err_irq_en  <=  'h0;
            r_uart_rx_data     <=  'h0;
            r_uart_rx_data_valid <='h0;
        end
        else
        begin
            r_rx_en   =  'h0;
            r_rx_clr  =  'h0;
            r_tx_en   =  'h0;
            r_tx_clr  =  'h0;
            if(err_overflow_i)
                r_err_overflow <= 1'b1;
            else if(s_err_clr)
                r_err_overflow <= 1'b0;
            if(err_parity_i)
                r_err_parity <= 1'b1;
            else if(s_err_clr)
                r_err_parity <= 1'b0;
           if (r_uart_rx_polling_en | r_uart_rx_irq_en) begin
              if(rx_valid_i & ~s_rx_valid_clr) begin
                 r_uart_rx_data       <= rx_data_i;
                 r_uart_rx_data_valid <= rx_valid_i;
              end
              else if (s_rx_valid_clr) begin
                 r_uart_rx_data       <= r_uart_rx_data;
                 r_uart_rx_data_valid <= 1'b0;
              end else begin
                 r_uart_rx_data       <= r_uart_rx_data;
                 r_uart_rx_data_valid <= r_uart_rx_data_valid;
              end
           end else begin
              r_uart_rx_data       <= r_uart_rx_data;
              r_uart_rx_data_valid <= 1'b0;
           end
            if (cfg_valid_i & ~cfg_rwn_i)
            begin
                case (s_wr_addr)
                5'b00000:
                    r_rx_startaddr    <= cfg_data_i[L2_AWIDTH_NOAL-1:0];
                5'b00001:
                    r_rx_size         <= cfg_data_i[TRANS_SIZE-1:0];
                5'b00010:
                begin
                    r_rx_clr           = cfg_data_i[6];
                    r_rx_en            = cfg_data_i[4];
                    r_rx_continuous   <= cfg_data_i[0];
                end
                5'b00100:
                    r_tx_startaddr    <= cfg_data_i[L2_AWIDTH_NOAL-1:0];
                5'b00101:
                    r_tx_size         <= cfg_data_i[TRANS_SIZE-1:0];
                5'b00110:
                begin
                    r_tx_clr           = cfg_data_i[6];
                    r_tx_en            = cfg_data_i[4];
                    r_tx_continuous   <= cfg_data_i[0];
                end
                5'b01001:
                begin
                    r_uart_div        <= cfg_data_i[31:16];
                    r_uart_en_rx      <= cfg_data_i[9];
                    r_uart_en_tx      <= cfg_data_i[8];
                    r_uart_rx_clean_fifo <= cfg_data_i[5];
                    r_uart_rx_polling_en <= cfg_data_i[4];
                    r_uart_stop_bits  <= cfg_data_i[3];
                    r_uart_bits       <= cfg_data_i[2:1];
                    r_uart_parity_en  <= cfg_data_i[0];
                end
                5'b01011:
                  begin
                    r_uart_err_irq_en <= cfg_data_i[1];
                    r_uart_rx_irq_en  <= cfg_data_i[0];
                  end
                endcase
            end
        end
    end  
    always_comb
    begin
        cfg_data_o = 32'h0;
        s_err_clr = 1'b0;
        s_rx_valid_clr = 1'b0;
        case (s_rd_addr)
        5'b00000:
            cfg_data_o = cfg_rx_curr_addr_i;
        5'b00001:
            cfg_data_o[TRANS_SIZE-1:0] = cfg_rx_bytes_left_i;
        5'b00010:
            cfg_data_o = {26'h0,cfg_rx_pending_i,cfg_rx_en_i,3'h0,r_rx_continuous};
        5'b00100:
            cfg_data_o = cfg_tx_curr_addr_i;
        5'b00101:
            cfg_data_o[TRANS_SIZE-1:0] = cfg_tx_bytes_left_i;
        5'b00110:
            cfg_data_o = {26'h0,cfg_tx_pending_i,cfg_tx_en_i,3'h0,r_tx_continuous};
        5'b01001:
            cfg_data_o = {r_uart_div, 6'h0, r_uart_en_rx, r_uart_en_tx, 2'h0, r_uart_rx_clean_fifo, r_uart_rx_polling_en, r_uart_stop_bits,r_uart_bits, r_uart_parity_en};
        5'b01000:
            cfg_data_o = {30'h0,status_i};
        5'b01010:
         begin
            cfg_data_o = {30'h0,r_err_parity,r_err_overflow};
            s_err_clr = 1'b1;
         end
        5'b01011:
            cfg_data_o = {30'h0, r_uart_err_irq_en, r_uart_rx_irq_en};
        5'b01100:
            cfg_data_o = {31'h0, r_uart_rx_data_valid};
        5'b01101:
          begin
             cfg_data_o     = {24'h0, r_uart_rx_data};
             s_rx_valid_clr = 1'b1;
          end
        default:
            cfg_data_o = 'h0;
        endcase
    end
    assign cfg_ready_o  = 1'b1;
endmodule
$ cat flow/run.sh
#!/bin/bash
# OpenROAD 26Q1-2900-gdf79404cd8, Yosys 0.63+post, stock flow scripts
make -C /OpenROAD-flow-scripts/flow DESIGN_CONFIG=/design/flow/config.mk WORK_HOME=/design/flow/orfs finish
==> job_summary.md <==
## PnR job results

| Metric | Value |
|---|---|
| Min Tclk post-route | 5550 ps |
| Clk network pwr share | 33.7% |
| Crit path largest cell delay | 620 ps |
| Slowest stage cell, crit path | and3_1 |
| Wire per inst | 18.8 um |
| PwrDens | 207 nW/um^2 |
| Hold Path Depth | 1 |
| WP buf/inv | 3 |
| Worst-Margin Slew | 760 ps |
| Outcome | finished clean |
| Late-Pin Clk Latency | 350 ps |
| Diode count | 0 |
| Psw | 0.367 mW |
| Layout Area Growth over Synthesis | 57.1% |
| Synth Area per Inst | 13.2 um^2 |
| Clk pin slew, worst setup/hold paths | 60 ps |
| Syn Std Cell Area | 4950 um^2 |
| CTS sink cnt | 99 |
| Int Pwr | 1.24 mW |
| Finish-stage setup viols | 0 |
| Init Core Util | 30.9% |
| Final hold viol count | 0 |
| Cell Rows | 46 |
| Mapped Cells | 376 |
| F_max | 180 MHz |
| Register share after synthesis | 50.0% |
| Comb. cell area | 2290 um^2 |
| Synth cell count leaders | dfrtp_1 (99), mux2_2 (41), mux2_4 (40) |
| Starting DRT DRC Count | 237 |
| Setup Skew | 10.2 ps |
| Worst EP arrival | 4150 ps |
| RSZ-0062 raised after global routing | false |
| I/O Buffers | 234 |
| Yosys stat cell total | 376 |
| Reg power frac | 44.2% |
| Flip-flops with a built-in enable | 0 |
| Cell taking the most area after synthesis | dfrtp_1 |
| CP Cell Sequence | clkdlybuf4s50_1 -> buf_4 -> and3_1 -> nand2_1 -> a311oi_1 -> a2111o_1 -> clkdlybuf4s50_1 |
| Basic Gates by Area | 12.2% |
| Cts hold-fix bufs | 0 |
| YS chip area | 4950 um^2 |
| Ys flop type | dfrtp_1 |
| Critical path class | in2out |
| Die width | 130 um |
| Pwr Total | 1.61 mW |
| DRC | 0 |
| H-tree depth | 3 |
| Sw Share | 22.8% |
| Multiplexer share | 25.4% |
| TritonCTS clock tree | yes |
| Initial antenna violation count | 0 |
| Distinct lib cells | 65 |
| Most common cell on crit path | clkdlybuf4s50_1 |
| CP top delay family | buffers and inverters |
| Yosys xor share | 0% |
| Post-Route WL | 15.5 mm |
| Cycle use final | 79.3% |
| Post-route ant nets | 0 |
| Cell with the most instances after synthesis | dfrtp_1 |
| Post-CTS setup buffer count | 0 |
| First drt pass iteration count | 5 |
| R2r worst-path depth | 4 |
| Synth async-reset ratio | 100% |
| Share of layout cells above drive strength 1 | 19.5% |
| Worst EP required | 5600 ps |
| Reg-to-Reg End | r_uart_rx_data[0]$_DFFE_PN0P_ |
| Pins Over Slew Limit | 0 |
| Die ar. | 17000 um^2 |
| Adder share | 0% |
| Leakage | 3.49 nW |
| Placed Cells | 809 |
| Vias | 4040 |
| Worst hold margin | 485 ps |
| Setup crit end kind | output port |
| Util after Layout | 48.6% |
| Number of I/O pins | 236 |
| Global-route wire length before repair | 23.3 mm |
| Fillers | 1450 |
| Overflow after GRT | 0 |
| Max-cap violations | 0 |
| Post-detail-place hpwl | 11.6 mm |
| Total negative slack | 0 ps |
| Log Warnings | 25 |
| R2R Setup Slk | 5570 ps |
| Gr usage total | 18.7% |
| Combinational share of power | 22.1% |
| Routed vias/inst | 4.90 |
| Aoi share | 8.64% |
| Register area | 2480 um^2 |
| Resized cells post-CTS | 0 |
| Critical R2R Launch | r_uart_rx_polling_en$_DFFE_PN0P_ |
| Largest net degree at the start of global routing | 57 |
| Post-Layout Cell Count | 825 |
| Max IR drop VDD | 0.000123 V |
| Hold Crit Class | reg2reg |
| Hold path startpoint | r_err_overflow$_DFFE_PN0P_ |
| Worst Path Max Fanout | 25 |
| Max-area cell share | 50.0% |
| CP startpoint kind | input pin |
| CTS Buffer Depth | 2 |
| Hold endpoint | r_err_overflow$_DFFE_PN0P_ |
| Routability cong. | 0.858 |
| Vias in the first global route | 4105 |
| Registers, synthesis | 99 |
| Max-slew headroom | 49.2% |
| Yosys warning total | 1 |
| Main logic family | multiplexers |
| Die Y | 130 um |
| CTS buffer count | 9 |
| Core area | 16000 um^2 |
| Clock Root Buffer | clkbuf_16 |
| Cell area leaders | dfrtp_1 (50%), mux2_4 (12%), mux2_2 (9.3%), mux2_1 (2.5%), and3_1 (2.4%) |
state kept, by name, indices dropped and copies added, names as in the netlist, 2 cells and up:
| name | cells |
|---|---|
| r_rx_size | 16 |
| r_tx_size | 16 |
| r_uart_div | 16 |
| r_rx_startaddr | 12 |
| r_tx_startaddr | 12 |
| r_uart_rx_data | 8 |
| r_uart_bits | 2 |
worst register-to-register path: stages (launching register included):
cell and delay (ps):
dfrtp_1 480, nor2_1 180, a21oi_2 70, nand2_2 220, mux2_2 360
cell families after synthesis:
logic type	count (synthesis)
and+or+nand+nor	93
buffers and inverters	28
AOI/OAI and AO/OA	56
muxes	99
DFF	99
other	1
worst max path at each step:
stage | depth (start not counted) | from | end | slack (ps)
finish | 7 | cfg_addr_i[0] | cfg_data_o[5] | 1450
CTS | 7 | cfg_addr_i[0] | cfg_data_o[5] | 1420
global route | 7 | cfg_addr_i[0] | cfg_data_o[5] | 1290
per-layer routing:
layer  global-route usage (%)  up-vias  wire (um)
li1                         -     1853          -
met1                     26.5     1987       6540
met2                     29.8      183       7160
met3                     5.27       17       1570
met4                     2.84        0        278
met5                        0        -          0
cell type report:
class | instances | area share [%]
clock buffers | 11 | 3.12
clock inverters | 5 | 1.09
inverters | 4 | 0.193
multi-input cells | 249 | 29.5
flip-flops and latches | 99 | 31.9
well taps | 216 | 3.48
repair buffers | 241 | 30.8
power by group through the flow:
stage | clock (mW) | sequential, mW | combinational [mW]
after CTS | 0.562 | 0.712 | 0.362
after global routing | 0.589 | 0.722 | 0.389
final | 0.543 | 0.711 | 0.356
cells in the final DEF (no fill, tap or decap), drive strengths merged, types with 6 or more instances in the layout:
master and n:
mux2 92, o21ai 6, buf 8, nand2 15
a32oi 6, clkdlybuf4s50 233, and2 6, nand3 8
mux2i 7, and3 19, clkbuf 11, dfrtp 99
nor2 17, a22oi 15
stage by stage:
stage,setup slack [ps],area [um^2]
after floorplan,3130,4950
after global placement,1540,7450
after detailed placement,1450,7450
after CTS,1420,7780
after global routing,1290,7780
final,1450,7780
Power is estimated from default activity; no workload was simulated.
